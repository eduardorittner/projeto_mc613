**flow/design.v**
```verilog
module vga (
  input CLOCK_50,
  input reset,
  input [1:0] R,
  input [1:0] G,
  input [1:0] B,
  output wire VGA_CLK,
  output [7:0] VGA_R,
  output [7:0] VGA_G,
  output [7:0] VGA_B,
  output VGA_SYNC_N,
  output VGA_BLANK_N,
  output VGA_HS,
  output VGA_VS,
  output active,
  output reg [9:0] x,
  output reg [9:0] y
);
  reg [10:0] hcounter = 0;
  reg [10:0] vcounter = 0;
  reg vga_clk_aux = 0;
  parameter [9:0] VTA = 2;
  parameter [9:0] VTB = 35;  
  parameter [9:0] VTC = 515;  
  parameter [9:0] VTD = 525;  
  parameter [9:0] HTA = 96;
  parameter [9:0] HTB = 144;  
  parameter [9:0] HTC = 784;  
  parameter [9:0] HTD = 800;  
  assign VGA_CLK = vga_clk_aux;
  assign VGA_BLANK_N = 1;
  assign VGA_SYNC_N = 1;
  assign VGA_HS = (hcounter < HTA) ? 0 : 1;
  assign VGA_VS = (vcounter < VTA) ? 0 : 1;
  assign active = ((hcounter >= HTB) && (hcounter < HTC) && (vcounter >= VTB) && (vcounter < VTD))? 1 : 0;
  assign VGA_R = (active) ? {R, 6'b0} : 0; 
  assign VGA_G = (active) ? {G, 6'b0} : 0;
  assign VGA_B = (active) ? {B, 6'b0} : 0;
  always @(posedge CLOCK_50) begin
      vga_clk_aux = !vga_clk_aux;
  end
  always @(posedge VGA_CLK) begin
    if (reset == 0) begin
      hcounter = 0;
      vcounter = 0;
    end
    else begin
      hcounter = hcounter + 1;
      if (hcounter == HTD) begin
        hcounter = 0;
        vcounter = vcounter + 1;
        if (vcounter == VTD)
          vcounter = 0;
      end
    end
    x = (hcounter >= HTB && hcounter < HTD) ? hcounter - HTB : -1;
    y = (vcounter >= VTB && vcounter < VTD) ? vcounter - VTB : -1;
  end
endmodule
```
**flow/config.mk**
```make
export PLATFORM = sky130hd
export DESIGN_NAME = vga
export DESIGN_NICKNAME = vga
export VERILOG_FILES = /design/flow/design.v
export SDC_FILE = /design/flow/constraint.sdc
export NUM_CORES = 4
export LEC_CHECK = 1
export CORE_AREA = 10 10 114 114
export DIE_AREA = 0 0 124 124
```
**flow/constraint.sdc**
```tcl
current_design vga

set clk_period 1.3
set clk_io_pct 0.2

create_clock -name clk0 -period $clk_period [get_ports {CLOCK_50}]

set non_clock_inputs [all_inputs -no_clocks]
set_input_delay [expr $clk_period * $clk_io_pct] -clock clk0 $non_clock_inputs
set_output_delay [expr $clk_period * $clk_io_pct] -clock clk0 [all_outputs]
```
**flow/run.sh**
```bash
#!/bin/bash
# OpenROAD 26Q1-2900-gdf79404cd8, Yosys 0.63+post, stock flow scripts
make -C /OpenROAD-flow-scripts/flow DESIGN_CONFIG=/design/flow/config.mk WORK_HOME=/design/flow/orfs finish
```
==> qor.yml <==
logic_synthesis:
  async_flop_share: 0
  postSynthSeqShare: 0.299
  ff_type: "dfxtp_1"
  edf_count: 0
  syn_area_um2: 2880
  ys_types: 64
  synth_top_area_share: 0.299
  ys.flops: 43
  syn_area_per_cell_um2: 8.38
  syn_inst: 343
  ys_warn_count: 1
  ys_cells: 343
  top_cells_by_area: "dfxtp_1, buf_4, xnor2_1"
  ys_chip_area_um2: 2880
  top_area_cell: "dfxtp_1"
power:
  power_per_cell_area_nw_per_um2: 25.3
  p_leak_nw: 1.20
  internal-power_uw: 53.8
  switching_share: 0.327
  p_sw_uw: 26.2
  power_uw: 80.0
  clock_power_share: 0
  seqPwrFrac: 0.394
  combPwrFrac: 0.606
  peakVddDrop_uv: 74.3
placed_design:
  place_congestion: 0.919
  placed_cells: 494
  place_ws_ns: -0.270
  hpwlAfterDp_mm: 4.84
  io_buffers: 37
layout:
  mostFrequentLayoutCell: "dfxtp_1"
  flop_area_um2: 861
  final_cell_mix: "dfxtp_1, clkdlybuf4s50_1, nand2_1, nand3_1, nor2_1"
  instances_no_fill: 494
  logic_area_um2: 1700
  fillers: 1108
  drive_gt1_frac: 0.0670
  area_growth_pct: 10.1
final_timing:
  setup_ws_ns: 0.0327
  drv_slew: 0
  grt_setup_unrepaired: "false"
  hold_ws_ns: 0.655
  period_used_share: 0.975
  layout_min_cycle_time_ns: 1.27
  hold_viol: 0
  unclocked_regs: 42
  fin_setup_tns_ns: 0
  untimed_endpoints: 65
  slew-limit-headroom: 0.451
  fin_skew_ns: 0
  fmax_mhz: 789
  finalSetupViolCount: 0
  worst_slew_pin_slew_ns: 0.816
setup_path:
  reg2reg_setup_slack_ns: 0.45
  critPathRequiredTime_ns: 1.04
  cp.arrival_ns: 1.01
  r2r_start: "vga_clk_aux$_DFF_P_"
  rr_endpoint: "vga_clk_aux$_DFF_P_"
  crit_type: "in2out"
  end_kind: "output pin"
  crit_path_start_kind: "primary input"
  path_max_fanout: 1
  r2r_cells: 2
grt:
  grt_overflow: 0
  grt_usage: 0.0778
  met3_usage: 0.00413
  gr-usage-met1: 0.113
  grt_max_degree: 44
  grt_busiest_layer: "met2"
  grt_use_met2: 0.132
  grt_pass1_wl_mm: 10.2
  antenna_found_initial: 0
  grt_pass1_vias: 2119
routing:
  postRouteAntennaNets: 0
  drc_errors: 0
  drtPass1Iterations: 4
  route.vias.total: 2316
  wire_per_inst_um: 12.3
  drt_iter0_drc: 151
  postRouteWirelength_mm: 6.08
  avgViaCountPerCell: 4.69
  diodes: 0
run:
  drv_cap: 0
  warning_count: 30
worst_hold_path:
  min-delay-start: "vga_clk_aux$_DFF_P_"
  min_path_cells: 2
  min_to: "vga_clk_aux$_DFF_P_"
  hp-class: "reg2reg"
die:
  dieWidth_um: 124
  dieArea_um2: 15400
  fp_util: 0.276
  std_cell_rows: 37
  io_pins: 58
  fp.coreArea_um2: 10400
  die.size.y_um: 124
status:
  outcome: "completed"
cts:
  cts.clk_slew.worst_paths_ns: 0
  clkLatencyLatePin_ns: 0
  cts_setup_buffers: 0
  hold_buffers: 0
[cell type report]
cell class / count / share of cell area
tap: 136 / 0.0538
multi-input combinational: 262 / 0.538
inverter: 14 / 0.0166
sequential: 43 / 0.272
timing repair buffer: 39 / 0.119
[how the worst max path moves through the flow]
stage / startpoint / end / depth (start not counted)
after CTS: G[1] / VGA_G[7] / 3
after global routing: G[1] / VGA_G[7] / 3
final: G[0] / VGA_G[6] / 3
[cell families after synthesis]
family / count (synthesis) / synth area share
other cells: 2 / 0.00261
simple gates: 146 / 0.279
buf+inv: 56 / 0.132
mux: 5 / 0.0178
compound gates: 54 / 0.148
fa+ha+maj: 6 / 0.0261
flops: 43 / 0.299
xor+xnor: 31 / 0.0944
[cells in the mapped netlist (all sizes together) (3+ instances only)]
master and n:
nand2 30, nand4 9, inv 13, mux2i 4, o31ai 5, clkbuf 6
and4 4, and2 8, o211ai 3, a31oi 3, xor2 14, and3 6
nor3 6, nand3b 4, nand3 26, or4 3, o41ai 4, a21oi 14
nor2 26, or3 5, ha 6, xnor2 17, buf 36, o21ai 10
nor4 6, dfxtp 43, nand2b 7
[what timing repair did]
| item | in CTS | in global routing |
|---|---|---|
| resized | 7 | 4 |
| setup endpoints to repair | 6 | 4 |
| hold endpoints to repair | 0 | 0 |
[metal layers]
metal / share of wire / vias up / wire length [um]
li1: - / 1191 / -
met1: 0.47 / 1065 / 2830
met2: 0.48 / 60 / 2910
met3: 0.056 / 0 / 341
met4: 0 / 0 / 0
met5: 0 / - / 0
[critical path: stages]
cell and delay, ns:
clkdlybuf4s50_1 0.44, and2_1 0.10, dlygate4sd2_1 0.20
[sequential cells by signal, indices dropped and copies added, names as in the netlist]
| name | cells |
|---|---|
| hcounter | 11 |
| vcounter | 11 |
| y | 10 |
| x | 10 |
| vga_clk_aux | 1 |
[through the flow]
step | utilization | cell area [um^2]
floorplan | - | 2940
global placement | 0.305 | 3170
detailed placement | 0.305 | 3170
CTS | 0.304 | 3170
global route | 0.304 | 3160
finish | 0.304 | 3160
[power by group through the flow]
stage	registers [mW]	clock network [mW]	logic, mW
after global routing	0.0316	0	0.0555
after CTS	0.0316	0	0.0511
final	0.0316	0	0.0485
Power is estimated from default activity; no workload was simulated.
